$ cat flow/design.v
module ALU(A, B, ALUControl, Result, Zero);
	input   [1:0]   ALUControl;
	input   [7:0]   A, B;
	output  reg [7:0]  Result;
	output      Zero;
always @(ALUControl, A, B)
begin   
	case(ALUControl)  
		2'b00: Result <= A + B;  
		2'b01: Result <= A - B;  
		2'b10:  begin 
					if (A<B)
					begin
						Result <= 8'b1;
					end
					else 
					begin
						Result <= 8'b0;
					end
				end 
		2'b11: Result <= A << (B);  
		default:Result <= A + B;  
	endcase  
end  
assign Zero = (Result == 8'b0 & ALUControl == 2'b01) ? 1'b1: 1'b0;  
endmodule  
$ cat flow/run.sh
#!/bin/bash
# OpenROAD 26Q1-2900-gdf79404cd8, Yosys 0.63+post, stock flow scripts
make -C /OpenROAD-flow-scripts/flow DESIGN_CONFIG=/design/flow/config.mk WORK_HOME=/design/flow/orfs finish
$ cat flow/config.mk
export PLATFORM = sky130hd
export DESIGN_NAME = ALU
export DESIGN_NICKNAME = ALU
export VERILOG_FILES = /design/flow/design.v
export SDC_FILE = /design/flow/constraint.sdc
export NUM_CORES = 4
export LEC_CHECK = 1
export CORE_AREA = 10 10 97 97
export DIE_AREA = 0 0 107 107
$ cat flow/constraint.sdc
current_design ALU

set clk_period 7.0
set clk_io_pct 0.2

create_clock -name clk0 -period $clk_period

set non_clock_inputs [all_inputs -no_clocks]
set_input_delay [expr $clk_period * $clk_io_pct] -clock clk0 $non_clock_inputs
set_output_delay [expr $clk_period * $clk_io_pct] -clock clk0 [all_outputs]
==> out/metrics.cfg <==
[status]
outcome=completed

[run]
drv_cap=0
tool_warnings=39

[place]
place.gp.congestion=0.855
place_ws_ps=1210
dp_hpwl_um=2790
portBuffers=27

[cells_and_area]
clock_buffers=0
syn_to_final_growth_pct=31.5
flops=0
layout_top_cell=clkdlybuf4s50_1
regArea_sq_um=0
final_cell_mix=27 x clkdlybuf4s50_1, 15 x ha_1, 14 x inv_1, 14 x nand2_1, 9 x a21oi_1
final_layout_size_suffix_gt1_frac=0.0818

[power]
clockPowerShare=0
power_density_nw_per_um2=69.5
power_frac_seq=0
p_switching_w=0.0000468
ir_worst_vdd_v=0.0000312
p_leak_nw=0.568
combPwrFrac=1.000
swShare=0.475
internal_power_w=0.0000517

[grt]
grt_util_met3=0.00546
grt_overflow=0
grt_pass1_wl_um=5490
grt_util_met1=0.0794
track_usage=0.0569
gr-usage-met2=0.0983
busiest_layer=met2
grt_antenna_before_repair=0
grt_max_degree=21
grt_pass1_vias=1089

[synth]
ys_area_sq_um=1080
area_leaders=ha_1 17%, mux4_2 6.3%, inv_1 4.9%, nand2_1 4.9%, mux2i_1 4.6%
avgSynthCellArea_sq_um=7.75
ys_cells=139
synth-warning-count=1
synthCells=139
top_cell_area_share=0.174
largest_area_cell=ha_1
syn-cell-area_sq_um=1080
yosysUniqueCellTypes=49
yosysSeqAreaShare=0

[timing]
timing.final.hold_violations=0
final.min_clock_period_ps=5790
tightest_slew_ps=734
relSlewSlack=0.509
max_freq_mhz=173
timing.final.ws_setup_ps=1210
period_used_share=0.827
setup_violations=0
rsz0062_at_grt=false
drv_slew=0
setup_tns_ps=0

[critical_path]
arrival_ps=4390
crit_chain=clkdlybuf4s50_1 -> ha_1 -> fa_1 -> nor2b_1 -> o21ai_1 -> a21oi_1 -> o221ai_1 -> xnor2_1 -> o2111a_1 -> clkdlybuf4s50_1
worstSetupPathType=input pin to primary output
path_buffers=2
crit_path_max_fanout=12
required_ps=5600
crit_path_frequent_cell=clkdlybuf4s50_1
critPathLaunchType=input pin
critPathTopFamily=buffers and inverters
endpoint=Zero
path_depth=10
max_stage_delay_ps=670
crit_path_end_kind=primary output
worstSetupStartpoint=B[0]
crit_slowest_cell=clkdlybuf4s50_1

[route]
drt-total-wl_um=3280
drtPass1Iterations=4
wl_per_cell_um=12.7
num_vias=1073
diodes=0
drtIter0Drc=60
via_per_inst=4.16
drc=0
ant_nets=0

[clock_network]
cts_setup_buffers=0
cts_resized=0
ctsHoldBuffers=0

[floorplan]
core_area_sq_um=7290
fp_util=0.148
die_x_um=107
chip_area_sq_um=11400
die_h_um=107
io_pins=27
rows=31

[min_path]
hp-class=input pin to primary output

==> metal layers <==
layer / wire length [um] / vias to the layer above
met5: 0 / -
met4: 0 / 0
met3: 123 / 0
met2: 1550 / 26
met1: 1600 / 493
li1: - / 554
==> stage by stage <==
stage / utilization / power (W) / instances / hold WS [ps] / cell area [sq um]
after detailed placement: 0.194 / 0.0000987 / 258 / 4030 / 1420
after floorplan: - / 0.0000619 / 139 / 2910 / 1080
after CTS: 0.194 / 0.0000992 / 258 / 4030 / 1420
after global routing: 0.194 / 0.000111 / 258 / 4080 / 1420
final: 0.194 / 0.0000985 / 258 / 4010 / 1420
after global placement: 0.194 / 0.0000995 / 258 / 4020 / 1420
==> synthesized netlist by cell type, drive strengths merged, types with 2 or more instances <==
library cell,number
a21oi,9
buf,7
nor2b,5
mux2,2
nand2,14
o2111a,2
nor2,5
o21ai,9
xnor2,3
o211a,2
o211ai,3
or3,2
o21a,3
o32ai,2
o22ai,3
ha,15
a31o,2
nor3,3
inv,14
mux2i,5
nand2b,4
nand3,2
mux4,3
o221ai,2
fa,2
==> logic make-up after synthesis <==
family | Yosys count | share of synthesized area
and+or+nand+nor | 44 | 0.237
AOI/OAI and AO/OA | 43 | 0.286
buffers and inverters | 21 | 0.0999
adders and majority gates | 17 | 0.211
muxes | 10 | 0.134
xor gates and xnor gates | 4 | 0.0325
==> tightest hold or removal path, stage by stage <==
cell and delay [ps]:
clkdlybuf4s50_1 480, or4_4 150, or3_2 110, o22ai_1 60
clkdlybuf4s50_1 410
==> how the worst min path moves through the flow <==
stage / from / end / slack, ps / cells past startpoint
after CTS: B[7] / Result[6] / 4030 / 5
after global routing: B[7] / Result[6] / 4080 / 5
final: B[7] / Result[6] / 4010 / 5
==> layout make-up <==
class / count / area, sq um
multi-input cells: 118 / 970
well taps: 99 / 124
inverters: 14 / 52.6
fillers: 840 / 5880
repair buffers: 27 / 270
==> power by group through the flow <==
| stage | logic [W] | registers [W] | clock network, W |
|---|---|---|---|
| after global routing | 0.000111 | 0 | 0 |
| final | 0.0000985 | 0 | 0 |
| after CTS | 0.0000992 | 0 | 0 |
Power and IR drop assume default switching activity.
