`flow/design.v`:
```
module ROM (input Clock, input [7:0] Address, output reg [7:0] Instruction);
	reg       [7:0] rom[0:255];  
	initial begin
		Instruction <= 8'b00000000;
	end
	integer i;
	initial begin  
		rom[0] = 8'b00000000;  
		rom[1] = 8'b00001010;  
		rom[2] = 8'b01101000;  
		rom[3] = 8'b00001011;  
		rom[4] = 8'b01101001;  
		rom[5] = 8'b00001011; 
		rom[6] = 8'b01101010;  
		rom[7] = 8'b00000100;  
		rom[8] = 8'b00001111;  
		rom[9] = 8'b01011110;  
		rom[10] = 8'b10100111;  
		rom[11] = 8'b10101001;  
		rom[12] = 8'b11000100;  
		rom[13] = 8'b00000000; 
		rom[14] = 8'b11001001;  
		rom[15] = 8'b11001110;  
		rom[16] = 8'b00000000; 
		rom[17] = 8'b11010101;
		rom[18] = 8'b01100111; 
		rom[19] = 8'b10000101; 
		rom[20] = 8'b00111000; 
		rom[21] = 8'b01101001; 
		rom[22] = 8'b10000110; 
		rom[23] = 8'b00111001; 
		rom[24] = 8'b01100110; 
		rom[25] = 8'b10000111; 
		rom[26] = 8'b00010110; 
		rom[27] = 8'b11010011; 
		rom[28] = 8'b00000000;
		rom[29] = 8'b11000110; 
		rom[30] = 8'b11010000; 
		rom[31] = 8'b10001000; 
		rom[32] = 8'b00001000; 
		rom[33] = 8'b01101000; 
		rom[34] = 8'b00010101; 
		rom[35] = 8'b11011001; 
		rom[36] = 8'b00000000; 
		rom[37] = 8'b11100000; 
	end 
	initial begin
		for (i = 38; i < 256; i = i + 1) begin
			rom[i] <= 8'b00000000;
		end
	end	
	always @(posedge Clock) begin
		Instruction <= rom[Address];
	end 	
endmodule
```
`flow/config.mk`:
```
export PLATFORM = sky130hd
export DESIGN_NAME = ROM
export DESIGN_NICKNAME = ROM
export VERILOG_FILES = /design/flow/design.v
export SDC_FILE = /design/flow/constraint.sdc
export NUM_CORES = 4
export LEC_CHECK = 1
export CORE_AREA = 10 10 86 86
export DIE_AREA = 0 0 96 96
```
`flow/constraint.sdc`:
```
current_design ROM

set clk_period 1.4
set clk_io_pct 0.2

create_clock -name clk0 -period $clk_period [get_ports {Clock}]

set non_clock_inputs [all_inputs -no_clocks]
set_input_delay [expr $clk_period * $clk_io_pct] -clock clk0 $non_clock_inputs
set_output_delay [expr $clk_period * $clk_io_pct] -clock clk0 [all_outputs]
```
`flow/run.sh`:
```
#!/bin/bash
# OpenROAD 26Q1-2900-gdf79404cd8, Yosys 0.63+post, stock flow scripts
make -C /OpenROAD-flow-scripts/flow DESIGN_CONFIG=/design/flow/config.mk WORK_HOME=/design/flow/orfs finish
```
==> changes_impl.md <==
## Flow update

- Final hold slack: between 0.4 and 0.5 ns
- Yosys cell count: approximately 110
- P&R area growth vs syn: 65.6%
- CTS buffer count: 3
- Final core utilization: roughly a quarter
- Pwr per Cell Area: approximately 600 nW/um^2
- RSZ-0062 raised after global routing: no
- CTS H-Tree Depth: 1
- Min-delay src: Address[5]
- Vias in the first global route: ~900
- Biggest regs: Instruction x8
- Worst vdd ir: just over 0.3 mV
- WP data required: roughly 1.6 ns
- CP endpoint kind: register
- First-pass GRT wire length: 4.33 mm
- Static leakage: slightly below 0.6 nW
- Crit path DAT: 1.52 ns
- Max_cap viols: 0
- Initial antenna violation count: 0
- Max Clock Freq: between 0.7 and 0.8 GHz
- CTS max path bufs: 2
- Max FO, Critical Path: 4
- Slew HR: between 70% and 80%
- Top Ports: 17
- Layout cells sized above 1: around 39%
- DR pass1 iterations: 4
- Tally of yosys warning messages: 1
- YS chip area: between 800 and 900 sq um
- Fin Setup TNS: 0 ns
- Floorplan Utilization: between 15 and 20%
- Ys flops: 8
- DIE HEIGHT: roughly 96 microns
- Power consumption: around 0.82 mW
- DR DRC count: 0
- Synth area leaders: dfxtp_1, ha_1, mux2i_1
- Max Slew Vio Count: 0
- Critical path type: input pin to register
- Clock root buffer: clkbuf_8
- Setup Viol. Count Final: 0
- CTS tree: built
- Worst min-delay path category: input pin to register
- Yosys cell types: roughly 40
- Die X: 96 microns
- GP Congestion: roughly 0.9
- Outcome: complete, no violations
- Total wire length: roughly 2.7 mm
- Clock Sink Count: 8
- Hold path depth: 3
- Worst Setup Start Kind: input pin
- Core area: 5540 sq um
- Dominant logic cell types in the final layout: buf_4, nand2_1, clkdlybuf4s50_1, nor2_1, dfxtp_1
- DP HPWL: approximately 2.1 mm
- DR vias: around 930
- DRT antenna net count: 0
- N_diodes: 0
- Tool warning count: 32
- Routed WL per cell: 12.0 microns
- Post-Synthesis Cells: about 110
- Cell taking the most area after synthesis: dfxtp_1
- Chip area: about 9200 sq um
- Number of cell rows: 27
- Final Hold Viols: 0
- Hold Buf Count CTS: 0
- Iteration-0 DRC Markers: 135
- Post-Syn Area: ~830 sq um
- Total track usage: 5.84%
- Register area share after synthesis: 19.2%
- Post-synthesis area per instance: ~8 sq um
- Port Buf Inserts: 16
- Most frequent logic cell in the layout: buf_4
- Largest register by flop count: Instruction
- Design area: 1380 sq um
- Max-area cell share: roughly a fifth
- Largest net degree at the start of global routing: 18
- Crit share post-route: between 90% and 100%
- Final critical-path required period: 1.36 ns
- Number of flip-flops in the largest register: 8
- Cell Area, Placed: approximately 1300 sq um
- Vias per cell: 4.20
- Worst-Margin Slew: roughly 0.31 ns
- Overflow after GRT: 0
- Worst-path clk slew: about 0.05 ns
- Endpoint, Worst Hold: Instruction[1]
[power breakdown]
| group | leakage, nW | internal (mW) | switching, mW |
|---|---|---|---|
| registers | 0.0651 | 0.237 | 0.00265 |
| clock network | 0.0216 | 0.187 | 0.0982 |
| logic | 0.499 | 0.160 | 0.137 |
[synth_stat cells, drive strengths merged]
cell	n
nand2	10
nor2	10
dfxtp	8
ha	7
a21oi	6
buf	6
o21ai	6
a211o	5
inv	5
nand3	5
mux2i	4
clkbuf	3
nor2b	3
nor3	3
a211oi	2
mux2	2
o211ai	2
o221ai	2
or3	2
a21boi	1
a22o	1
a32o	1
and4b	1
mux4	1
nand2b	1
nand3b	1
nand4	1
nor3b	1
o22ai	1
o311ai	1
o31a	1
o31ai	1
or2b	1
xor2	1
[worst max-delay path, stage by stage]
cell	delay, ns
buf_2	0.10
buf_6	0.11
ha_4	0.13
inv_2	0.03
mux4_2	0.44
mux2_4	0.29
o22ai_2	0.15
[per-layer routing]
metal | wire length [microns] | global-route usage, %
met5 | 0 | 0
met2 | 1060 | 8.07
met4 | 34 | 1.35
met1 | 1330 | 8.65
met3 | 227 | 1.73
[repair_timing]
action	4_1_cts	5_1_grt
pin swaps	2	3
setup endpoints to repair	8	7
gates resized	20	13
setup buffers	2	0
gates cloned	1	0
[how the worst max path moves through the flow]
| stage | startpoint | to | slack (ns) |
|---|---|---|---|
| 4_1_cts | Address[3] | Instruction[6] | 0.001 |
| 5_1_grt | Address[1] | Instruction[6] | 0.003 |
| 6_report | Address[1] | Instruction[6] | 0.04 |
[kinds of logic after synthesis]
family / Yosys count / share of synthesized area (%)
AOI/OAI and AO/OA: 30 / 26.2
muxes: 7 / 10.2
buffers and inverters: 14 / 9.17
xor gates and xnor gates: 1 / 1.05
and+or+nand+nor: 39 / 23.6
adders and majority gates: 7 / 10.5
DFF: 8 / 19.2
[layout make-up]
class	instances	area, sq um
Fill cell	604	4160
Multi-Input combinational cell	84	657
Timing Repair Buffer	49	408
Clock buffer	3	41.3
Tap cell	72	90.1
Inverter	5	21.3
Sequential cell	8	160
[metrics by stage]
stage / instances / worst slack (ns)
global placement: 215 / -0.644
floorplan: 106 / -0.104
global route: 221 / 0.00291
finish: 221 / 0.0418
detailed placement: 215 / -0.672
CTS: 221 / 0.00128
Power is estimated from default activity; no workload was simulated.
